<file path="./run.sh">
#!/bin/bash
# OpenROAD 26Q1-2900-gdf79404cd8, Yosys 0.63+post, stock flow scripts
make -C /OpenROAD-flow-scripts/flow DESIGN_CONFIG=/design/flow/config.mk WORK_HOME=/design/flow/orfs finish
</file>
<file path="./config.mk">
export PLATFORM = sky130hd
export DESIGN_NAME = counter
export DESIGN_NICKNAME = counter
export VERILOG_FILES = /design/flow/design.v
export SDC_FILE = /design/flow/constraint.sdc
export NUM_CORES = 4
export LEC_CHECK = 1
export CORE_UTILIZATION = 40
</file>
<file path="./constraint.sdc">
current_design counter

set clk_period 13.7
set clk_io_pct 0.2

create_clock -name clk0 -period $clk_period [get_ports {clk}]

set non_clock_inputs [all_inputs -no_clocks]
set_input_delay [expr $clk_period * $clk_io_pct] -clock clk0 $non_clock_inputs
set_output_delay [expr $clk_period * $clk_io_pct] -clock clk0 [all_outputs]
</file>
<file path="./design.v">
module counter (input clk, input reset, 
                input [31:0] step, output reg [31:0] count);
always @ (posedge clk, posedge reset) begin
	if (reset)
		count <= 0;
	else
		count <= count + step;
end
endmodule
</file>
==> deck_impl_summary.md <==
Synthesis and Place & Route Summary

Worst setup path
  • Crit path DAT: 5.31 ns
  • Crit Reg-Reg Endpoint: count[30]
  • FF-to-FF setup slack: 11.11 ns
  • Worst setup SP type: primary input
  • Worst path buffer plus inverter count: 1
  • Crit path max-delay family: simple AND/OR/NAND/NOR gates
  • Crit end category: flop
  • Slowest CP cell: or4_1
  • Crit-path max cell delay: about 0.53 ns
  • Worst path cell trace: clkdlybuf4s50_1 > ha_1 > fa_1 > a21o_1 > a311oi_1 > or4_4 > a2111oi_4 > or4_1 > nand4_1
  • Worst EP required: 13.92 ns
  • FF-to-FF Start: count[0]
  • Crit path max fanout: 4
  • R2R cell count: 8
  • Critical path class: primary input to flop

Synth
  • Sequential element share of the synthesized area: 0.281
  • Most used flip-flop cell: dfrtp_1
  • YS warnings: 1
  • Cell taking the most area after synthesis: dfrtp_1
  • Async SR Flop Fraction: 1.00
  • EDFF count, synth: 0
  • Mapped Area: roughly 2900 um^2
  • Synth Instances: 308
  • Synth Register Bits: 32
  • Yosys stat area: 2850 um^2
  • Leading post-synthesis cells by cell area: dfrtp_1 28%, ha_1 14%, a21oi_1 4.9%
  • Unique masters post-synth: 67
  • Mean Syn Cell Area: 9.25 um^2
  • Area leader share: 0.281
  • Yosys cell count: 308

Floorplanning
  • Die Height: 86.4 um
  • Top-level port count: around 66
  • Row count: 30
  • Die area: between 7000 and 8000 um^2
  • Core area: 6830 um^2
  • Overall die width: 86.4 um
  • Initial core utilization: 0.417

Final layout
  • Max reg flops: 32
  • Core Util, Final: 0.534
  • Top Registers: count: 32 flops
  • Biggest register: count
  • Fin area: 3650 um^2
  • Share of cells above drive strength 1: 0.0591
  • Layout area overhead: 28.1%

Final timing
  • Unrepaired setup endpoints after global routing: false
  • PnR worst setup slack: 8.62 ns
  • Tcrit/Tclk final: 0.371
  • Clock skew: between 0.004 and 0.005 ns
  • Slew Limit Fails: 0
  • Worst Tran Pin Value: 0.508 ns
  • Fin crit period: between 5 and 6 ns
  • Max_slew headroom: 0.652
  • Peak Freq: 197 MHz
  • Setup TNS: 0 ns
  • # setup viols final: 0
  • Final Hold Vio Count: 0

Placed design
  • DP Area: 3540 um^2
  • IO buf count: 65
  • HPWL Detailed: just over 5000 um
  • Placer congestion estimate: 0.875
  • Post-placement setup slack: 8.32 ns

Clocking
  • TritonCTS clock tree: built
  • Clock Latency Late Sink: 0.29 ns
  • Clk root buf: clkbuf_8
  • Cts bufs inserted: 5
  • Clock Tree Buf Depth: 2
  • Postcts setup bufs: 0
  • Htree depth: 2
  • Clock-pin slew on the worst setup and hold paths: about 0.07 ns
  • Sink Count: 32
  • Hold_buf cts: 0
  • CTS resizes: 0

Worst hold path
  • HP Start: count[0]
  • Hold/Removal Path Class: flop to flop
  • Hold path depth: 1
  • Min-Delay Endpoint: count[0]

GRT
  • Initial antenna violation count: 0
  • Largest net degree at the start of global routing: 33
  • GRT overflow: 0
  • Total GRT Usage: 0.192
  • First-pass GRT wire length: 11,300 um
  • Vias in the first global route: 2,445

Run
  • Tool warning count: 25
  • Maximum capacitance violations: 0

Detailed routing
  • Total Wirelength: 6680 um
  • First DRT Iteration DRCs: 91
  • Drt drc: 0
  • N_diodes: 0
  • Routed vias: 2,539
  • DR WL/cell: approximately 14 um
  • First-pass iteration count of the detailed router: 4
  • Final antenna-violating net count: 0
  • Vias per cell: 5.43

Outcome
  • Status: complete, no violations

Pwr
  • Total power per unit cell area: 242 nW/um^2
  • Leak Pwr: 1.57 nW
  • Max VDD drop: 0.0953 mV
-- cells by family (layout without fill, tap and decap cells) --
group	after synthesis	count (layout)	share of synthesized area
compound gates	107	107	0.276
simple gates	87	87	0.166
fa+ha+maj	32	32	0.143
flops	32	32	0.281
xor+xnor	23	23	0.0707
buf+inv	22	86	0.0457
mux	5	5	0.0180
-- synth_stat cells, types with 4 or more instances --
library cell / count
nand4_1: 5
nand3_1: 8
nor2_1: 20
nand2b_1: 4
a21oi_1: 28
a211oi_1: 6
o211ai_1: 5
inv_1: 12
dfrtp_1: 32
xnor2_1: 13
and4_1: 5
clkbuf_1: 5
o21a_1: 4
xor2_1: 10
nor3_1: 4
mux2i_1: 4
ha_1: 31
nand2_1: 20
o21ai_0: 11
a21o_1: 14
-- power by group --
group	internal [mW]	switching, mW
Sequential	0.150	0.0268
Clock	0.0540	0.0369
Combinational	0.307	0.308
Total	0.511	0.372
-- cell usage in the layout (no fill, tap or decap), types with 3 or more instances in the layout --
master,n
a211o_1,3
a211oi_1,6
a21o_1,14
a21oi_1,28
and4_1,5
clkbuf_8,5
clkdlybuf4s50_1,65
dfrtp_1,32
ha_1,31
inv_1,12
mux2i_1,4
nand2_1,20
nand2b_1,4
nand3_1,8
nand4_1,5
nor2_1,20
nor2b_1,3
nor3_1,4
o211ai_1,5
o21a_1,4
o21a_2,3
o21ai_0,11
o21ai_1,3
o21bai_1,3
xnor2_1,13
xor2_1,10
-- worst max path at each step --
| stage | from | to | slack (ns) | cells after the start |
|---|---|---|---|---|
| 6_report | step[0] | count[30] | 8.62 | 9 |
| 5_1_grt | step[0] | count[26] | 8.48 | 9 |
| 4_1_cts | step[0] | count[26] | 8.63 | 9 |
-- area by class of cell --
| class | count | area [um^2] |
|---|---|---|
| fillers | 620 | 3180 |
| clock inverters | 2 | 35.0 |
| multi-input cells | 254 | 1920 |
| repair buffers | 66 | 658 |
| flip-flops and latches | 32 | 801 |
| well taps | 96 | 120 |
| clock buffers | 6 | 72.6 |
| inverters | 12 | 45.0 |
-- layer usage --
| layer | track usage | vias to the layer above | routed length [um] |
|---|---|---|---|
| met5 | 0 | - | 0 |
| met4 | 0.0273 | 0 | 80 |
| met3 | 0.0222 | 7 | 239 |
| met2 | 0.297 | 49 | 2860 |
| met1 | 0.306 | 1188 | 3490 |
| li1 | - | 1295 | - |
-- per-stage QoR --
stage          instances  power (mW)  hold WS (ns)
2_1_floorplan        308       0.611         0.443
3_3_place_gp         460       0.790         0.501
3_5_place_dp         460       0.790         0.495
4_1_cts              468       0.889         0.512
5_1_grt              468       0.972         0.526
6_report             468       0.882         0.507
Power and IR drop assume default switching activity.
