### flow/design.v
module Reg 
# (parameter  W=8)
(input [W-1:0] in, input load, input rst, input clk, output reg [W-1:0] out);
always @ (posedge clk) begin
  if(rst)
  out = 0;
  else if (load)
        out = in;
end
endmodule 
module Reg21
# (parameter  W=8)
(input [W-1:0] in, input [W-1:0] initVal,input mode, input rst,input clk, output reg [W-1:0] out);
always @ (posedge clk) begin
  if(rst)
  out = 0;
  else if (mode) out = in;  
  else out=initVal;  
end
endmodule
module Subtractor
# (parameter W=8)
(input [W-1:0] dividend, input[W-1:0] divider, output reg [W-1:0] out);
  always @(*) begin
    out=dividend-divider;
  end
endmodule
module Comparator 
# (parameter W = 8)
(input [W-1:0] a, input [W-1:0] b, output reg out);
always @ (*) begin
  out = 0;
  if ((a-b)<b) out=1;
end
endmodule
module Counter
# (parameter W=8)
(input  [W-1:0] in, output reg[W-1:0] out);
  always @(*) begin
    out=in+1;
  end
endmodule
module FSM
(input done, input clk, input rst, output reg divider_load, output reg divider_rst, output reg dividend_mod, output reg dividend_rst,
output reg done_load, output reg done_rst, output reg quotient_rst, output reg quotient_load);
reg [2:0] cur_state, next_state;
localparam START=0,BUSY=1,STOP=2;
always @(posedge clk or posedge rst) begin
  if (rst) begin
    cur_state<=START;
    end
  else 
    cur_state=next_state;
end
always @(*) begin
    next_state = cur_state;
    divider_load=0; divider_rst=0;
    dividend_rst=0;dividend_mod=0;  
    done_rst=0; done_load=0;
    quotient_rst=0; quotient_load=0;
  case (cur_state)
     START:  begin
     divider_rst=1;
     quotient_rst=1;
     done_rst=1;
     if(done) next_state=STOP;
     else begin
      next_state=BUSY; 
     end 
     end
     BUSY: begin
     dividend_mod=1;
     divider_load=1;
     done_load=1;
     quotient_load=1;
     if(done) begin
     next_state=STOP; 
     end
     else next_state=BUSY;
     end
     STOP : begin
     dividend_mod=0;
     end
     default :
     begin
     end
  endcase
end
endmodule
module Divider
# (parameter W=8)
(input [W-1:0] dividend, input [W-1:0] divider, input rst, input clk, output [W-1:0] quotient, output [W-1:0] reminder, output  done);
wire [W-1:0] divider_out, dividend_in, dividend_out;
wire done_in;
wire divider_load, divider_rst, dividend_rst, dividend_mod, done_rst, done_load, quotient_rst, quotient_load;
wire [W-1:0] quotient_out, quotient_in;
assign reminder=dividend_out;
assign quotient=quotient_out;
Reg #(W) divider_reg (divider, divider_load, divider_rst, clk,divider_out);
Reg #(W) done_reg (done_in,done_load,done_rst,clk ,done);
Reg #(W) quotient_reg (quotient_in, (!done_in) & quotient_load, quotient_rst, clk, quotient_out);
Reg21 #(W) dividend_reg  (dividend_in,dividend, dividend_mod,dividend_rst,clk,dividend_out);
Subtractor # (W) substractor(dividend_out,divider_out, dividend_in);
Comparator # (W) comparator(dividend_out,divider_out,done_in);
Counter # (W) counter(quotient_out,quotient_in);
FSM fsm(done,clk, rst,divider_load,divider_rst,dividend_mod, dividend_rst,
 done_load, done_rst, quotient_rst, quotient_load);
endmodule
### flow/run.sh
#!/bin/bash
# OpenROAD 26Q1-2900-gdf79404cd8, Yosys 0.63+post, stock flow scripts
make -C /OpenROAD-flow-scripts/flow DESIGN_CONFIG=/design/flow/config.mk WORK_HOME=/design/flow/orfs finish
### flow/config.mk
export PLATFORM = sky130hd
export DESIGN_NAME = Divider
export DESIGN_NICKNAME = Divider
export VERILOG_FILES = /design/flow/design.v
export SDC_FILE = /design/flow/constraint.sdc
export NUM_CORES = 4
export LEC_CHECK = 1
export CORE_UTILIZATION = 30
### flow/constraint.sdc
current_design Divider

set clk_period 4.8
set clk_io_pct 0.2

create_clock -name clk0 -period $clk_period [get_ports {clk}]

set non_clock_inputs [all_inputs -no_clocks]
set_input_delay [expr $clk_period * $clk_io_pct] -clock clk0 $non_clock_inputs
set_output_delay [expr $clk_period * $clk_io_pct] -clock clk0 [all_outputs]
==> qor.log <==
qor: sta.fmax 312 MHz
qor: synth.post_synth.cell_area_avg 9.19 sq um
qor: synth.synth.area.top_cells sky130_fd_sc_hd__dfxtp_1 (31%), sky130_fd_sc_hd__ha_1 (12%), sky130_fd_sc_hd__nor2_1 (5.8%), sky130_fd_sc_hd__mux2i_1 (5.0%), sky130_fd_sc_hd__inv_1 (3.5%)
qor: global_routing.grt_remaining_overflow 0
qor: sta.worst_hold_slack 0.472 ns
qor: synth.ys_cells 175
qor: floorplan.die_width 75.2 um
qor: synth.synthSimpleGateAreaFrac 0.162
qor: placed_design.globalplace.congestion 0.796
qor: synth.ys_ff 27
qor: run.drv_cap 0
qor: sta.timing.final.crit_share 0.668
qor: critical_path.cp-start-kind flop
qor: global_routing.grt_antenna_before_repair 0
qor: sta.fin_setup_tns 0 ns
qor: layout.drive_gt1_frac 0.0622
qor: synth.synth.cell_area 0.00161 sq mm
qor: critical_path.worst_path_required 4.97 ns
qor: sta.timing_hold_violations_final 0
qor: synth.synth-async-reset-ratio 0.0741
qor: floorplan.chip_area 0.00566 sq mm
qor: clock_tree.post_cts_buffers 0
qor: layout.fill_cells 531
qor: clock_tree.root_buffer sky130_fd_sc_hd__clkbuf_8
qor: clock_tree.clock_sinks 27
qor: synth.synth.yosys.chip_area 0.00161 sq mm
qor: synth.synth.largest_area_cell sky130_fd_sc_hd__dfxtp_1
qor: sta.tightest_slew 0.589 ns
qor: clock_tree.tritoncts built
qor: floorplan.boundaryPins 35
qor: global_routing.grt_pass1_vias 1,234
qor: critical_path.end_kind flop
qor: sta.grt_setup_unrepaired no
qor: sta.final_number_of_max_transition_violations 0
qor: layout.final_util 0.403
qor: synth.yosysSeqAreaShare 0.343
qor: critical_path.critical_path_peak_fanout 7
qor: synth.post_synth_num_cell_types 41
qor: hold_path.hold-path-cell-count 1
qor: global_routing.track_usage 0.126
qor: global_routing.grt_max_degree 25
qor: detailed_routing.viasPerCell 4.59
qor: global_routing.grt_pass1_wl 5.51 mm
qor: synth.synth-compound-area-share 0.142
qor: detailed_routing.drt.antenna.violating_nets 0
qor: detailed_routing.num_antenna_cells 0
qor: clock_tree.worst_setup_hold_path_clk_slew 0.10 ns
qor: sta.finalSetupViolations 0
qor: power_and_ir_drop.power_leakage 0.894 nW
qor: detailed_routing.wl 3.17 mm
qor: detailed_routing.routed-via-count 1,280
qor: clock_tree.post_cts_hold_buffer_count 0
qor: detailed_routing.drt_drc_violations_left 0
qor: synth.mux_share 0.129
qor: clock_tree.clock.latency.late_pin 0.27 ns
qor: detailed_routing.drt-initial-drc-count 65
qor: layout.layout.cells.most_common_list sky130_fd_sc_hd__clkdlybuf4s50_1 (34), sky130_fd_sc_hd__nor2_1 (25), sky130_fd_sc_hd__dfxtp_1 (25)
qor: power_and_ir_drop.irDropWorstVdd 0.279 mV
qor: placed_design.numPlacedInstances 275
qor: clock_tree.h_tree_depth 1
qor: detailed_routing.drt_pass1_iterations 4
qor: synth.synth.yosys.warnings 8
qor: synth.synth.cellmix.adderShare 0.137
qor: synth.synthTopLogicFamily simple AND/OR/NAND/NOR gates
qor: layout.post_layout_nonfiller_instances 279
qor: floorplan.rows 26
qor: status.run_status finished clean
qor: synth.synth.cellmix.xorXnorShare 0.0381
qor: detailed_routing.drt-wirelength-per-cell 11.4 um
qor: sta.slew_headroom 0.607
qor: clock_tree.clk_path_buf_depth 2
qor: layout.layout.cells.most_common sky130_fd_sc_hd__clkdlybuf4s50_1
qor: clock_tree.cts_buffers 3
qor: sta.worst_clock_skew 0.00193 ns
qor: hold_path.hold_path.class flop to flop
qor: floorplan.coreArea 0.00514 sq mm
qor: sta.timing.final.crit_period 3.21 ns
qor: layout.area_delta_synth_final 28.6%
qor: synth.netlist_instances 175
qor: synth.edf_count 0
qor: power_and_ir_drop.powerDensity 682 mW/mm^2
qor: layout.stdcell_area 0.00207 sq mm
qor: run.warnings 26
qor: floorplan.initial_core_util 0.313
qor: placed_design.placedInstanceArea 0.00202 sq mm
qor: critical_path.timing.critical_path.arrival 3.37 ns
qor: synth.post-synth-top-area-fraction 0.311
qor: synth.synth-main-ff-cell sky130_fd_sc_hd__dfxtp_1
qor: placed_design.port_buffers 34
qor: critical_path.worst_r2r_path_depth 14
qor: critical_path.type_of_the_setup_path_with_the_least_slack flop to flop
qor: placed_design.dp_hpwl 2.45 mm
qor: floorplan.die_y_size 75.2 um
qor: clock_tree.postCtsResizedCells 0
## cell usage after synthesis (2+ instances only)
library cell / instances
sky130_fd_sc_hd__o311ai_0: 2
sky130_fd_sc_hd__nor2_1: 25
sky130_fd_sc_hd__mux2_2: 5
sky130_fd_sc_hd__xnor2_1: 5
sky130_fd_sc_hd__nand2_1: 6
sky130_fd_sc_hd__a21oi_1: 8
sky130_fd_sc_hd__clkbuf_1: 3
sky130_fd_sc_hd__ha_1: 16
sky130_fd_sc_hd__nand4_1: 3
sky130_fd_sc_hd__nor2b_1: 9
sky130_fd_sc_hd__inv_1: 15
sky130_fd_sc_hd__mux2_1: 5
sky130_fd_sc_hd__nor4_1: 2
sky130_fd_sc_hd__xor2_1: 2
sky130_fd_sc_hd__nand3_1: 5
sky130_fd_sc_hd__a21o_1: 7
sky130_fd_sc_hd__o21a_1: 2
sky130_fd_sc_hd__dfxtp_1: 25
sky130_fd_sc_hd__mux2i_1: 8
## per-stage QoR
| step | power, mW | setup slack, ns |
|---|---|---|
| after floorplan | 1.04 | 1.83 |
| after global placement | 1.27 | 1.63 |
| after detailed placement | 1.28 | 1.60 |
| after CTS | 1.43 | 1.56 |
| after global routing | 1.57 | 1.30 |
| final | 1.41 | 1.59 |
## report_power, final
| group | internal (mW) | switching [mW] |
|---|---|---|
| Clock | 0.0595 | 0.0729 |
| Sequential | 0.291 | 0.0664 |
| Combinational | 0.480 | 0.442 |
| Total | 0.831 | 0.581 |
## flip-flops by register name, indices dropped and copies added (netlist names)
signal and cells:
dividend_reg.out 8, divider_reg.out 8, done_reg.out 1, fsm.cur_state 2
quotient_reg.out 8
## layer usage
layer	share of wire	vias up	GRT usage
met1	0.54	583	0.198
li1	-	676	-
met2	0.42	19	0.195
met5	0	-	0
met3	0.032	2	0.0149
met4	0.0082	0	0.0144
## worst paths after layout
path / start / end / slack, ns
worst max-delay path: dividend_reg.out[0] / quotient_reg.out[7] / 1.59
worst min-delay path: done_reg.out[0] / fsm.cur_state[2] / 0.47
worst max register to register: dividend_reg.out[0] / quotient_reg.out[7] / 1.59
worst min register to register: done_reg.out[0] / fsm.cur_state[2] / 0.47
max in group asynchronous: rst / fsm.cur_state[0] / 3.78
min in group asynchronous: rst / fsm.cur_state[2] / 0.83
## final cells by class
type,instances,area [sq um],share of cell area
inverter,15,56.3,0.0272
sequential,27,552,0.267
multi-input combinational,128,981,0.474
timing repair buffer,35,348,0.168
tap,70,87.6,0.0423
clock buffer,4,45.0,0.0218
## critical path, cell delays in order, from the launching register on
cell and delay (ns):
sky130_fd_sc_hd__dfxtp_1 0.34, sky130_fd_sc_hd__inv_1 0.06, sky130_fd_sc_hd__ha_1 0.16, sky130_fd_sc_hd__inv_1 0.06, sky130_fd_sc_hd__fa_1 0.39, sky130_fd_sc_hd__a21o_1 0.17
sky130_fd_sc_hd__a21oi_1 0.21, sky130_fd_sc_hd__o21bai_1 0.12, sky130_fd_sc_hd__a21oi_1 0.19, sky130_fd_sc_hd__xnor2_1 0.14, sky130_fd_sc_hd__ha_1 0.26, sky130_fd_sc_hd__a21oi_1 0.21
sky130_fd_sc_hd__a2bb2oi_2 0.33, sky130_fd_sc_hd__a21o_1 0.17, sky130_fd_sc_hd__mux2_1 0.31
## logic make-up after synthesis
| group | Yosys count |
|---|---|
| DFF | 27 |
| and+or+nand+nor | 55 |
| muxes | 19 |
| other | 1 |
| adders and majority gates | 17 |
| xor gates and xnor gates | 7 |
| buffers and inverters | 20 |
| AOI/OAI and AO/OA | 29 |
Power and IR drop assume default switching activity.
